--- flow/config.mk ---
export PLATFORM = sky130hd
export DESIGN_NAME = KahveMakinesi
export DESIGN_NICKNAME = KahveMakinesi
export VERILOG_FILES = /design/flow/design.v
export SDC_FILE = /design/flow/constraint.sdc
export NUM_CORES = 4
export LEC_CHECK = 1
export CORE_AREA = 10 10 70 70
export DIE_AREA = 0 0 80 80
--- flow/constraint.sdc ---
current_design KahveMakinesi

set clk_period 1.2
set clk_io_pct 0.2

create_clock -name clk0 -period $clk_period [get_ports {clk}]

set non_clock_inputs [all_inputs -no_clocks]
set_input_delay [expr $clk_period * $clk_io_pct] -clock clk0 $non_clock_inputs
set_output_delay [expr $clk_period * $clk_io_pct] -clock clk0 [all_outputs]
--- flow/run.sh ---
#!/bin/bash
# OpenROAD 26Q1-2900-gdf79404cd8, Yosys 0.63+post, stock flow scripts
make -C /OpenROAD-flow-scripts/flow DESIGN_CONFIG=/design/flow/config.mk WORK_HOME=/design/flow/orfs finish
--- flow/design.v ---
module KahveMakinesi(clk,rst,x1,x2,KS,BS,OS1,OS2,p1,p2);
    input clk,rst,x1,x2;
    output KS,BS,OS1,OS2,p1,p2;
    reg KS,BS,OS1,OS2,p1,p2;
    parameter BASLANGIC=2'b00;
    parameter BES=2'b01;
    parameter ON=2'b10;
    parameter ONBES=2'b11;
    reg [1:0] present_state;
    reg [1:0] next_state;
    always @(posedge clk or posedge rst)
    begin
        if(rst==1)
        begin
           present_state=BASLANGIC;
        end
        else
            present_state<=next_state;
    end       
    always @(present_state or x1 or x2)
    begin
        case(present_state)
            BASLANGIC:
            begin
                p1=0;p2=0;
               if (x1==1 && x2==1 && rst==0) 
               begin
                    next_state=BASLANGIC;
                    KS=1;
                    BS=1;
                    OS1=0;
                    OS2=0;
                end
                else if(x1==0 && x2==0)
                begin
                    next_state=BASLANGIC;
                    KS=0;
                    BS=0;
                    OS1=0;
                    OS2=0;
                end
                else if(x1==0 && x2==1)
                begin
                    next_state=BES;
                    KS=0;
                    BS=0;
                    OS1=0;
                    OS2=0;
                end
                else if(x1==1 && x2==0)
                begin
                    next_state=ON;
                    KS=0;
                    BS=0;
                    OS1=0;
                    OS2=0;
                    p1=1;p2=0;
                end
            end
            BES:
            begin
                    p1=0;p2=1;
                    if(x1==0 && x2==0)
                    begin
                        next_state=BES;
                        KS=0;
                        BS=0;
                        OS1=0;
                        OS2=0;
                    end
                    else if(x1==0 && x2==1)
                    begin
                        next_state=ON;
                        KS=0;
                        BS=0;
                        OS1=0;
                        OS2=0;
                    end
                    else if(x1==1 && x2==0)
                    begin
                        next_state=ONBES;
                        KS=0;
                        BS=0;
                        OS1=0;
                        OS2=0;
                    end
                    else if(x1==1 && x2==1)
                    begin
                        next_state=BASLANGIC;
                        KS=1;
                        BS=0;
                        OS1=1;
                        OS2=0;
                    end
            end
            ON:
            begin
                        p1=1;p2=0;
                        if(x1==0 && x2==0)
                        begin
                            next_state=ON;
                            KS=0;
                            BS=0;
                            OS1=0;
                            OS2=0;
                        end
                        else if(x1==0 && x2==1)
                        begin
                            next_state=ONBES;
                            KS=0;
                            BS=0;
                            OS1=0;
                            OS2=0;
                        end
                        else if(x1==1 && x2==0)
                        begin
                            next_state=BASLANGIC;
                            KS=1;
                            BS=0;
                            OS1=0;
                            OS2=0;
                        end
                        else if(x1==1 && x2==1)
                        begin
                            next_state=BASLANGIC;
                            KS=1;
                            BS=1;
                            OS1=1;
                            OS2=0;
                        end
            end
            ONBES:
            begin
                            p1=1;p2=1;
                            if(x1==0 && x2==0)
                            begin
                                next_state=ONBES;
                                KS=0;
                                BS=0;
                                OS1=0;
                                OS2=0;
                            end
                            else if(x1==0 && x2==1)
                            begin
                                next_state=BASLANGIC;
                                KS=1;
                                BS=0;
                                OS1=0;
                                OS2=0;
                            end
                            else if(x1==1 && x2==0)
                            begin
                                next_state=BASLANGIC;
                                KS=1;
                                BS=1;
                                OS1=0;
                                OS2=0;
                            end
                            else if(x1==1 && x2==1)
                            begin
                                next_state=BASLANGIC;
                                KS=1;
                                BS=0;
                                OS1=1;
                                OS2=1;
                            end
                end
           endcase
      end
endmodule
==> impl_metrics.yaml <==
# physical design summary
cts:
  postCtsHoldBufs: 0
  cts_buffers: 3
  clkTransAtPathRegs_ns: 0.03
  cts-root-buf: "clkbuf_4"
  cts_max_path_buffers: 2
  cts_tree: "yes"
  htree_levels: 1
yosys:
  xor_area_share_pct: 0
  yosysTopAreaCell: "dlxtn_1"
  topCellsByArea: "dlxtn_1 26%, ha_1 18%, dfrtp_1 14%"
  ys.warnings.count: 1
  netlist_instances: 40
  ys_async_sr_fraction_pct: 25.00
  edf_count: 0
  ys_sh_simple_pct: 20.71
  synth_top_flop_cell: "dlxtn_1"
  top_logic_kind: "simple AND/OR/NAND/NOR gates"
  yosysTopAreaCellShare_pct: 25.71
  syn_area_per_cell_um2: 8.758
  synth_cell_type_count: 21
  ys_sh_aoi_pct: 15.00
  synthesis.area_um2: 350.3
  synthTopCellsByCount: "6 x dlxtn_1, 5 x ha_1, 5 x inv_1"
  ys_cells: 40
  ys.flops: 8
  yosysMostFrequentCell: "dlxtn_1"
  adder_share_pct: 17.86
  synthMuxAreaShare_pct: 0
  yosys_area_um2: 350.3
timing:
  setup_viol: 0
  untimed_endpoints: 12
  final-max-slew-violation-count: 0
  hold_viol: 0
  fin_crit_ns: 1.158
  slew_headroom_pct: 87.54
  hold_ws_ns: 0.2687
  worst_pin_slew_ns: 0.1869
  rsz0062_at_grt: "no"
  unclocked_pins: 6
  tns_ns: 0
  max_freq_mhz: 863.9
  period_used_pct: 96.46
floorplan:
  fp_util_pct: 10.26
  dieHeight_um: 80
  die_w_um: 80
  chipArea_um2: 6400
  num_rows: 21
  coreArea_um2: 3416
  ios: 10
worst_hold_path:
  hp-class: "in -> async"
route:
  viasPerCell: 3.170
  diodes: 0
  dr.first_iter.drc_count: 31
  antenna_left: 0
  wl_per_cell_um: 8.151
  remaining_drc_errors: 0
  vias: 336
  routed_wl_um: 864
  dr.pass1.iters: 4
grt:
  first_global_vias: 354
  grt_pass1_wl_um: 1490
  grt_max_degree: 7
  antenna_found_initial: 0
  gr-usage-all-layers_pct: 2.762
  gr-total-overflow: 0
run:
  cap_violations: 0
  warnings: 30
power_and_ir_drop:
  ir_worst_vdd_uv: 125.3
  power.density_nw_per_um2: 490.0
  leakage_nw: 0.3024
place:
  portBuffers: 9
  place.gp.congestion: 0.7663
  dp_hpwl_um: 672.2
setup_path:
  cp-end-kind: "primary output"
  cp.arrival_ns: 0.92
  startpoint_type: "flip-flop"
  critPathRequiredTime_ns: 0.96
  crit_fanout: 2
  critical_path_class: "reg -> out"
layout:
  drive_above_1_share_pct: 28.33
  syn2layout_area_growth_pct: 71.07
outcome:
  status: "complete, no violations"
[cell usage in the layout (no fill, tap or decap), drive strengths merged]
master / n
a21boi: 1
a21o: 1
a21oi: 1
and3: 2
buf: 9
clkbuf: 5
clkdlybuf4s50: 5
dfrtp: 2
dlxtn: 6
dlymetal6s2s: 2
ha: 5
inv: 5
nand2: 1
nand2b: 1
nand3: 4
nor2: 2
nor2b: 2
nor3b: 1
o211ai: 1
o21a: 1
o21ai: 2
o21bai: 1
[metrics by stage]
step           setup slack (ns)  area (um^2)  std cells  util (%)  power [mW]
2_1_floorplan            0.3072        350.3         40         -      0.1080
3_5_place_dp            -0.5833        539.3        100     15.79      0.1393
3_3_place_gp            -0.5886        539.3        100     15.79      0.1381
5_1_grt                0.002379        599.3        106     17.55      0.3193
4_1_cts                 -0.5666        580.6        105     17.00      0.3021
6_report                0.04247        599.3        106     17.55      0.2937
[layout make-up]
class	count	area, um^2
inverters	5	18.77
clock buffers	3	22.52
flip-flops and latches	8	140.1
multi-input cells	26	200.2
repair buffers	18	160.2
well taps	46	57.56
fillers	386	2816
[flip-flops by register name, summed over array words and instances, names as in the netlist]
register       flops
next_state         2
present_state      2
BS                 1
KS                 1
OS1                1
OS2                1
[path summary, 6_finish.rpt]
check | from | end | cells after the start
worst min-delay path | rst | present_state[0] | 2
worst max-delay path | present_state[0] | p2 | 3
max in group asynchronous | rst | present_state[1] | 2
min in group clk0 | x1 | p1 | 4
[timing repair]
item,in CTS,in global routing
resized,4,9
endpoints found under the setup margin,2,2
pin swaps,1,2
setup buffers,2,2
[critical path, stage by stage, from the launching register on]
cell	delay, ns
dfrtp_1	0.38
buf_6	0.12
buf_6	0.10
clkbuf_2	0.08
[metal layers]
| metal | global-route usage, % | share of wire, % | up-vias |
|---|---|---|---|
| met2 | 4.093 | 37 | 12 |
| li1 | - | - | 172 |
| met5 | 0 | 0 | - |
| met1 | 3.478 | 48 | 148 |
| met3 | 1.136 | 12 | 4 |
| met4 | 1.056 | 3.1 | 0 |
[report_power, final]
| group | internal [mW] | switching, mW | total (mW) | leakage [nW] |
|---|---|---|---|---|
| sequential | 0.0759 | 0.000431 | 0.0763 | 0.0721 |
| clock | 0.111 | 0.0430 | 0.154 | 0.0138 |
| combinational | 0.0330 | 0.0307 | 0.0637 | 0.217 |
| total | 0.220 | 0.0741 | 0.294 | 0.302 |
[cells by family after synthesis]
family                   Yosys count
latches                            6
AND/OR/NAND/NOR                   13
buffers and inverters              6
AND-OR/OR-AND                      8
adder cells (fa/ha/maj)            5
flip-flops                         2
Power and IR drop assume default switching activity.
